<file path="flow/design.v">
`timescale 1ns / 1ps
module vending_machine(sel_product,coin,clk,rst,change,product);
  input [1:0]sel_product,coin;
  input clk,rst;
  output reg product,change;
  parameter no_item =2'b00; 
  parameter candy=2'b01;   
  parameter cake=2'b10;    
  parameter cooldrink=2'b11;  
  parameter w=2'b00;      
  parameter x=2'b01;     
  parameter y=2'b10;    
  parameter z=2'b11;   
  reg [1:0]state;
  parameter idle=2'b00;   
  parameter a=2'b01;      
  parameter b=2'b10;     
  parameter c=2'b11;   
  reg [1:0] pro;
always@(posedge clk)	
  begin
   if(rst)
	  begin
	     state<=idle;
	     {product,change}<=2'b00;
	  end
	  else
	  begin
     case(sel_product) 
	      no_item:
			    begin
				    {product,change}<=2'b00;
				 end
			candy:begin
			        case(state)
					     idle:begin
						      if(coin==w)
								  begin
								    {product,change} <=2'b00;
									 state <=idle;
								  end
								 else if(coin==x) 
								  begin
								    {product,change} <=2'b10;
									 state <=idle;
								  end
								 else if(coin==y) 
								  begin
								    {product,change} <=2'b11;
									 state <=idle;
								  end
								else if(coin==z)
								  begin
								    {product,change} <=2'b11;
									 state <=idle; 
								  end
								else
								  begin
								    {product,change} <=2'b00;
									 state <=idle;
								  end
						    end
						default :begin
							     {product,change }<= 2'b00;
					           state <= idle;
								  end							   
					  endcase					  
			      end
			cake:begin
			       case(state)
					     a:begin
						      if(coin==w)
								  begin
								    {product,change} <=2'b00;
									 state <=a;
								  end
								else if(coin==x)
								  begin
								    {product,change} <=2'b00;
									 state <=b;
								  end
								else if(coin==y)
								  begin
								    {product,change} <=2'b10;
									 state <=idle;
								  end
								else if(coin==z)
								  begin
								    {product,change} <=2'b11;
									 state <=idle;
								  end
						    end
						  b:begin
						      if(coin==w)
								  begin
								    {product,change} <=2'b00;
									 state <=b;
								  end
								else if(coin==x)
								  begin
								    {product,change} <=2'b10;
									 state <=idle;
								  end
								else if(coin==y)
								  begin
								    {product,change} <=2'b11;
									 state <=idle;
								  end
								else if(coin==z)
								  begin
								    {product,change} <=2'b11;
									 state <=idle;
								  end
								 else
								  begin
								    {product,change} <=2'b00;
									 state <=idle;
								  end
						    end
						idle:begin
							if(coin==w)
								  begin
								    {product,change} <=2'b00;
									 state <=idle;
								  end
								else if(coin==x)
								  begin
								    {product,change} <=2'b00;
									 state <=a;
								  end
								else if(coin==y)
								  begin
								    {product,change} <=2'b10;
									 state <=b;
								  end
								else if(coin==z)
								  begin
								    {product,change} <=2'b11;
									 state <=idle;
								  end
								else
								  begin
								    {product,change} <=2'b00;
									 state <=idle;
								  end
						    end
						default:begin
							     {product,change }<= 2'b00;
								  state<=idle;
								end
					  endcase
			     end
			cooldrink:begin
			       case(state)
					     a:begin
						      if(coin==w)
								  begin
								    {product,change} <=2'b00;
									 state <=a;
								  end
								else if(coin==x)
								  begin
								    {product,change} <=2'b00;
									 state <=b;
								  end
								else if(coin==y)
								  begin
								    {product,change} <=2'b00;
									 state <=c;
								  end
								else if(coin==z)
								  begin
								    {product,change} <=2'b11;
									 state <=idle;
								  end
								else
								  begin
								    {product,change} <=2'b00;
									 state <=idle;
								  end
						    end
						  b:begin
						      if(coin==w)
								  begin
								    {product,change} <=2'b00;
									 state <=b;
								  end
								else if(coin==x)
								  begin
								    {product,change} <=2'b00;
									 state <=c;
								  end
								else if(coin==y)
								  begin
								    {product,change} <=2'b10; 
									 state <=idle;
								  end
								else if(coin==z)
								  begin
								    {product,change} <=2'b11;
									 state <=idle;
								  end
								else
								  begin
								    {product,change} <=2'b00;
									 state <=idle;
								  end
						    end
						  c:begin
						      if(coin==w)
								  begin
								    {product,change} <=2'b00;
									 state <=c;
								  end
								else if(coin==x)
								  begin
								    {product,change} <=2'b10;
									 state <=idle;
								  end
								 else if(coin==y)
								  begin
								    {product,change} <=2'b11;
									 state <=idle;
								  end
								 else if(coin==z)
								  begin
								    {product,change} <=2'b11;
									 state <=idle;
								  end
								 else
								  begin
								    {product,change} <=2'b00;
									 state <=idle;
								  end
						    end
							 idle:begin
								if(coin==w)
								  begin
								    {product,change} <=2'b00;
									 state <=idle;
								  end
								else if(coin==x)
								  begin
								    {product,change} <=2'b00;
									 state <=a;
								  end
								else if(coin==y)
								  begin
								    {product,change} <=2'b00;
									 state <=b;
								  end
								else if(coin==z)
								  begin
								    product<=1'b1;
									 change <=1'b1;
									 state <=idle;
								  end
								else
								  begin
								    {product,change} <=2'b00;
									 state <=idle;
								  end
						    end
						default:begin
							     {product,change }<= 2'b00;
								  state<=idle;
							  end
					  endcase
			     end			
	  endcase
	  end
  end
endmodule
</file>
<file path="flow/run.sh">
#!/bin/bash
# OpenROAD 26Q1-2900-gdf79404cd8, Yosys 0.63+post, stock flow scripts
make -C /OpenROAD-flow-scripts/flow DESIGN_CONFIG=/design/flow/config.mk WORK_HOME=/design/flow/orfs finish
</file>
<file path="flow/config.mk">
export PLATFORM = sky130hd
export DESIGN_NAME = vending_machine
export DESIGN_NICKNAME = vending_machine
export VERILOG_FILES = /design/flow/design.v
export SDC_FILE = /design/flow/constraint.sdc
export NUM_CORES = 4
export LEC_CHECK = 1
export CORE_AREA = 10 10 70 70
export DIE_AREA = 0 0 80 80
</file>
<file path="flow/constraint.sdc">
current_design vending_machine

set clk_period 1.3
set clk_io_pct 0.2

create_clock -name clk0 -period $clk_period [get_ports {clk}]

set non_clock_inputs [all_inputs -no_clocks]
set_input_delay [expr $clk_period * $clk_io_pct] -clock clk0 $non_clock_inputs
set_output_delay [expr $clk_period * $clk_io_pct] -clock clk0 [all_outputs]
</file>
==> reports/qor.yml <==
yosys:
  edf_count: 0
  topCellsByArea: "ha_1, dfxtp_1, a21oi_1, inv_1, o21ai_0"
  yosysCellCount: 83
  syn_area_um2: 650.6
  yosys-top-cells-count: "ha_1, inv_1, a21oi_1"
  ys_warn_count: 1
  synth-area-yosys_um2: 650.6
  top_area_frac: 0.1923
  yosysMostFrequentCell: "ha_1"
  ys_types: 30
  ff_type: "dfxtp_1"
  synthArstFlopShare: 0
  ys_ff: 6
  syn_area_per_cell_um2: 7.839
  synthCells: 83
  ys_seq_share: 0.1846
  largest_area_cell: "ha_1"
power_and_ir_drop:
  finalPower_w: 0.0006598
  p_leak_nw: 0.4590
  ir_drop_mv: 0.1676
  p_per_area_mw_per_mm2: 577.6
grt:
  antenna_found_initial: 0
  grt_pass1_wl_mm: 3.387
  grt_start_max_net_pins: 13
  grt_usage: 0.06324
  grt_pass1_vias: 760
  overflow: 0
critical_path:
  r2r_slack_ns: -0.25
  crit_path_cell_trace: "or4b_4 -> a2111oi_4 -> a21oi_1 -> a311oi_1"
  r2r_end: "product"
  reg2reg_from: "state[0]"
  critPathMaxStageDelay_ns: 0.53
  slowest_stage: "or4b_4"
  endpoint_kind: "register"
  ff2ff_path_depth: 4
  crit_fanout: 4
  arrival_ns: 1.71
  crit_buf_inv: 0
  worstSetupPathType: "register to register"
  critical_path_required_ns: 1.46
  cp_top_family: "AND-OR/OR-AND gates"
  start_kind: "register"
final_timing:
  rsz0062_at_grt: "true"
  finalCriticalPeriod_ns: 1.553
  drv_slew: 0
  period_used_share: 1.195
  relSlewSlack: 0.7216
  worst_slew_pin_slew_ns: 0.4161
  fin_skew_ns: 0.006456
  max_freq_ghz: 0.6437
  finalHoldViolations: 0
  finalSetupViolCount: 3
  setup_slack_ns: -0.2535
finish:
  drive_above_1_share: 0.5169
  n_fill_cell: 350
  syn_to_final_growth_pct: 75.58
min_path:
  whs_path_depth: 2
  min_from: "change"
  holdPathEnd: "change"
  hp-class: "register to register"
route:
  viasPerCell: 4.573
  first_iter_violations: 24
  num_vias: 750
  n_antenna_cell: 0
  drt-wirelength-per-cell_um: 11.89
  antenna_left: 0
  drc: 0
  drt-pass1-iter-count: 4
  routed_wl_mm: 1.950
die:
  core_area_mm2: 0.003416
  die_h_um: 80
  core.rowCount: 21
  fp_util: 0.1905
  chipWidth_um: 80
  dieArea_mm2: 0.006400
  pin_count: 8
clock_network:
  clock-root-buffer: "clkbuf_4"
  ctsHoldBuffers: 0
  worstSkewPairLatency_ns: 0.25
  cts_buffers: 3
  path_clk_slew_ns: 0.05
  clock-sinks: 6
  h-tree-depth: 1
  cts_buffer_depth: 2
  cts_tree: "built"
outcome:
  status: "finished with violations"
  violations: "negative setup slack"
flow_run:
  maxCapViolCount: 0
  tool_warnings: 36
place:
  hpwl_mm: 1.445
  port_buffers: 7
  post-place-ws_ns: -0.8393
  gp_congestion: 0.9185
[flip-flops by register name, indices dropped and copies added, names as in the netlist]
name / cells
product: 1
state: 4
change: 1
[cell usage in the layout, fill, tap and decap left out, types with 4 or more instances in the layout]
master / count
o21ai_0: 4
ha_4: 5
a21oi_1: 8
nand2_1: 6
inv_2: 4
inv_1: 6
nor2_1: 4
buf_6: 5
ha_1: 4
buf_4: 26
[timing repair]
item                       CTS  global route
gates cloned                 0             0
gates resized               42            10
buffers inserted             1             1
pin swaps                    9             5
setup endpoints to repair    8             7
[through the flow]
| stage | cell area [µm²] | cells | setup TNS, ns | hold slack (ns) | utilization |
|---|---|---|---|---|---|
| global placement | 969.7 | 159 | -4.018 | 0.4512 | 0.2839 |
| finish | 1142 | 164 | -0.4762 | 0.4508 | 0.3344 |
| CTS | 1085 | 163 | -0.5433 | 0.4484 | 0.3176 |
| detailed placement | 969.7 | 159 | -4.171 | 0.4468 | 0.2839 |
| floorplan | 668.1 | 83 | -0.4982 | 0.3291 | - |
| global route | 1142 | 164 | -0.6717 | 0.4862 | 0.3344 |
[area by class of cell]
type / instances / area (µm²) / share of cell area
inverter: 10 / 37.54 / 0.03286
tap: 46 / 57.56 / 0.05038
clock buffer: 3 / 22.52 / 0.01972
sequential: 6 / 127.6 / 0.1117
multi-input combinational: 62 / 598.1 / 0.5235
timing repair buffer: 37 / 299.0 / 0.2618
[routing by layer]
layer,global-route usage,vias to the layer above,share of wire
met5,0,-,0
met3,0.01591,4,0.041
met1,0.08849,356,0.51
met4,0.01585,0,0.017
li1,-,375,-
met2,0.09390,15,0.43
[worst max-delay path by stage]
stage,startpoint,slack (ns),cells after the start,to
4_1_cts,state[0],-0.32,4,product
5_1_grt,state[0],-0.32,4,product
6_report,state[0],-0.25,4,product
[kinds of logic after synthesis]
family          synth area share
buf+inv                  0.09998
fa+ha+maj                 0.1923
simple gates              0.1750
flops                     0.1846
compound gates            0.3481
[worst register-to-register path: stages (launching register included)]
cell,delay [ns]
dfxtp_2,0.33
or4b_4,0.53
a2111oi_4,0.31
a21oi_1,0.08
a311oi_1,0.21
[power by group]
part / total [W] / switching, W / internal, W / leakage, nW
sequential: 0.000202 / 0.00000853 / 0.000194 / 0.0503
combinational: 0.000286 / 0.000131 / 0.000154 / 0.395
clock: 0.000172 / 0.0000677 / 0.000104 / 0.0138
total: 0.000660 / 0.000208 / 0.000452 / 0.459
Power and IR drop assume default switching activity.
